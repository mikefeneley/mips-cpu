File: /design/flow/run.sh
#!/bin/bash
# OpenROAD 26Q1-2900-gdf79404cd8, Yosys 0.63+post, stock flow scripts
make -C /OpenROAD-flow-scripts/flow DESIGN_CONFIG=/design/flow/config.mk WORK_HOME=/design/flow/orfs finish
File: /design/flow/constraint.sdc
current_design program_counter

set clk_period 1.0
set clk_io_pct 0.2

create_clock -name clk0 -period $clk_period [get_ports {clk}]

set non_clock_inputs [all_inputs -no_clocks]
set_input_delay [expr $clk_period * $clk_io_pct] -clock clk0 $non_clock_inputs
set_output_delay [expr $clk_period * $clk_io_pct] -clock clk0 [all_outputs]
File: /design/flow/config.mk
export PLATFORM = sky130hd
export DESIGN_NAME = program_counter
export DESIGN_NICKNAME = program_counter
export VERILOG_FILES = /design/flow/design.v
export SDC_FILE = /design/flow/constraint.sdc
export NUM_CORES = 4
export LEC_CHECK = 1
export CORE_UTILIZATION = 50
File: /design/flow/design.v
module program_counter(clk, reset, in_addr, cur_addr, next_addr);
  input wire clk;	                    
  input wire reset;                         
  input wire [31:0] in_addr;                
  output reg [31:0] cur_addr;
  output reg [31:0] next_addr;
  always @(posedge clk or negedge reset) begin
    if(reset == 0) begin
      cur_addr <= 0;
      next_addr <= 1;
    end else begin 
	cur_addr <= in_addr;
	next_addr <= in_addr + 1;
    end
  end
endmodule
==> job_summary.md <==
## Synthesis and layout report

| Metric | Value |
|---|---|
| Tcrit/Tclk final | `120%` |
| Failing checks | `negative hold slack, negative setup slack` |
| CTS tree | `done` |
| P per Cell Area | `1380 nW/um^2` |
| Worst Hold Class | `input pin to asynchronous set/reset pin` |
| FP Rows | `24` |
| Crit-path max FO | `5` |
| Post-Syn Area | `2280 sq um` |
| Cells in synth_stat.txt | `159` |
| Worst setup margin | `-0.196 ns` |
| First-pass GRT wire length | `11.5 mm` |
| CTS root buf | `clkbuf_8` |
| Peak VDD IR | `1.21 mV` |
| Ys async rst share | `100%` |
| Chip area | `4840 sq um` |
| Core region area | `4380 sq um` |
| Slew @ Worst Pin | `0.334 ns` |
| Via count | `2021` |
| Seq/Total Area, Yosys | `70.3%` |
| Crit-path cells | `buf_6, nand4_1, buf_4, or3_4, buf_6, nor2_4, xor2_1` |
| Top cell excl fill/tap | `buf_2` |
| Largest net degree at the start of global routing | `65` |
| Clock H-tree levels | `3` |
| Area Overhead vs Synth | `79.2%` |
| Chip Area, Yosys | `2280 sq um` |
| Slowest CP cell | `or3_4` |
| Cell type with the largest total area | `dfrtp_1` |
| Rel. slew slack | `77.7%` |
| Startpoint types | `input pin` |
| Clk pin slew, worst setup/hold paths | `0.07 ns` |
| Critical path required time | `1.25 ns` |
| Drt wl/cell | `20.0 um` |
| Crit path capture type | `register` |
| CP peak stage delay | `0.46 ns` |
| Initial Util | `52.0%` |
| Final Max Tran Viols | `0` |
| Crit path time final | `1.20 ns` |
| Delay-heaviest family, CP | `simple AND/OR/NAND/NOR gates` |
| Post-synth EDFFs | `0` |
| Gr ovfl total | `0` |
| Remaining DRCs | `0` |
| Fraction of layout cells with a size suffix above 1 | `58.9%` |
| Fin Setup TNS | `-3.85 ns` |
| Log Warnings | `31` |
| Achievable Freq | `0.836 GHz` |
| GRT Total Usage | `33.7%` |
| Longest Clk Path Bufs | `2` |
| Detail-routed via count per cell | `5.25` |
| MaxCap Viol Count | `0` |
| Netlist cell types | `25` |
| Cell depth of the worst setup path | `7` |
| Die Ht | `69.5 um` |
| Final Hold Vio Count | `63` |
| Die width | `69.5 um` |
| Dominant flop cell | `dfrtp_1` |
| Ranking of synthesized cells by area | `dfrtp_1 (69%), xor2_1 (7.7%), xnor2_1 (3.8%)` |
| Clk sink count | `64` |
| Final GP Congestion | `0.806` |
| CP Class | `input pin to register` |
| Crit path DAT | `1.45 ns` |
| Top-area cell share | `69.1%` |
| Syn Area/Cell | `14.3 sq um` |
| LEAKAGE | `2.09 nW` |
| Worst path bufs/invs | `3` |
| WL final | `7.69 mm` |
| Vias in the first global route | `2133` |
| Total CTS buffers | `9` |
| Critical Path Most Common Cell | `buf_6` |
| Synthesis-stage register bit count | `64` |
| First DRT Iteration DRCs | `82` |
| Cell count after synthesis | `159` |
| Status | `finished, violations left` |
| Ports | `98` |
| RSZ-0062 raised after global routing | `yes` |
| Most frequent cells in the layout | `buf_2 (72), dfrtp_1 (63), buf_4 (45)` |
| Detail Route Antenna Nets | `0` |
| I/O Buffers | `97` |
| Hold slack final | `-0.108 ns` |
| Diode count | `0` |
| DRT Pass-1 Iters | `4` |
| Final setup violation count | `60` |
| Yosys Warn Count | `1` |
| Initial antenna violation count | `0` |
| Detailed Place HPWL | `3.84 mm` |
-- cell usage after synthesis (2+ instances only) --
master,n
dfrtp_1,63
xor2_1,20
nand3_1,10
xnor2_1,10
nand2_1,9
nor2_1,6
inv_1,5
nor4_2,5
and4_1,4
nor3_1,4
nor4_1,4
nand4_1,3
and3_1,2
buf_2,2
nand3_2,2
-- where the power goes --
part	internal [W]	switching, W
logic	0.000368	0.000311
registers	0.00273	0.0000482
clock network	0.00128	0.000917
total	0.00438	0.00128
-- sequential cells by signal, summed over array words and instances (netlist names) --
register   flops
cur_addr      32
next_addr     32
-- per-layer routing --
layer	up-vias	global-route usage (%)	wire length, um
li1	881	-	-
met1	1004	54.7	3080
met2	123	49.1	3670
met3	13	13.1	808
met4	0	3.63	131
met5	-	0	0
-- path summary, 6_finish.rpt --
kind | start | endpoint
worst max-delay path | in_addr[8] | next_addr[13]
worst min-delay path | reset | next_addr[12]
min in group clk0 | in_addr[10] | next_addr[10]
max in group asynchronous | reset | next_addr[0]
-- area by class of cell --
class	instances	area (sq um)
clock buffers	13	159
clock inverters	3	40.0
fillers	147	298
inverters	5	18.8
multi-input cells	87	936
flip-flops and latches	64	1600
well taps	52	65.1
repair buffers	161	1260
-- cell families after synthesis --
logic type               after synthesis  share of synthesized area (%)
XOR/XNOR                              30                           11.5
buffers and inverters                  9                           1.92
adder cells (fa/ha/maj)                1                          0.548
AND/OR/NAND/NOR                       55                           15.7
flip-flops                            64                           70.3
-- through the flow --
step	area, sq um	instances	power, W	utilization, %	setup WS, ns
after global routing	4090	385	0.00587	93.2	-0.238
after CTS	4020	380	0.00566	91.6	-0.174
final	4090	385	0.00566	93.2	-0.196
after floorplan	2430	159	0.00287	-	-0.302
after detailed placement	3750	343	0.00354	85.6	-1.00
after global placement	3750	343	0.00352	85.6	-0.969
-- timing repair --
item | CTS | global route
setup endpoints to repair | 92 | 85
setup buffers | 16 | 5
cloned | 3 | 0
gates resized | 326 | 12
pin swaps | 39 | 18
hold endpoints to repair | 65 | 64
hold buffers | 2 | 1
Power and IR drop assume default switching activity.
