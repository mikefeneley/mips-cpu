==> flow/design.v <==
module adder_32_bit(clock, en, reset, op1, op2, out);
  input clock;		        
  input en;                     
  input reset;                  
  input [31:0] op1;             
  input [31:0] op2;             
  output reg [31:0] out;
  always @(posedge clock or negedge reset) begin
    if(reset == 0) begin
      out <= 0;
    end else begin
      out = op1 + op2;
    end
  end
endmodule
==> flow/run.sh <==
#!/bin/bash
# OpenROAD 26Q1-2900-gdf79404cd8, Yosys 0.63+post, stock flow scripts
make -C /OpenROAD-flow-scripts/flow DESIGN_CONFIG=/design/flow/config.mk WORK_HOME=/design/flow/orfs finish
==> flow/config.mk <==
export PLATFORM = sky130hd
export DESIGN_NAME = adder_32_bit
export DESIGN_NICKNAME = adder_32_bit
export VERILOG_FILES = /design/flow/design.v
export SDC_FILE = /design/flow/constraint.sdc
export NUM_CORES = 4
export LEC_CHECK = 1
export CORE_UTILIZATION = 30
==> flow/constraint.sdc <==
current_design adder_32_bit

set clk_period 1.0
set clk_io_pct 0.2

create_clock -name clk0 -period $clk_period [get_ports {clock}]

set non_clock_inputs [all_inputs -no_clocks]
set_input_delay [expr $clk_period * $clk_io_pct] -clock clk0 $non_clock_inputs
set_output_delay [expr $clk_period * $clk_io_pct] -clock clk0 [all_outputs]
==> impl_metrics.csv <==
group,metric,value,unit
die,core_util_floorplan,31.02,%
sta,timing_max_transition_violations_final,0,
die,die.size.y,94.17,um
synthesis,synth.yosys.warnings,1,
sta,worst-slew-pin-transition,322.3,ps
sta,finalSetupViolations,28,
synthesis,instance_tally_after_logic_synthesis,272,
route,drtIter0Drc,55,
sta,finalCriticalPeriod,1845,ps
outcome,violations_in_the_final_reports,"setup timing",
sta,hold_violations,0,
worst_setup_path,wp_data_arrival,2010,ps
clock_network,numCtsBuffers,5,
synthesis,netlist_top_cells_area,"dfrtp_1 31%, ha_1 15%, a21oi_1 5.7%",
placement,numPortBuffers,97,
route,drt_pre_antenna_iters,4,
job,maxCapViolCount,0,
cells_and_area,area_growth_syn_to_layout,101.1,%
route,vias_per_cell,4.917,
synthesis,ys_ff,32,
clock_network,cts_hold_buffers,0,
sta,fmax_achieved,541.9,MHz
sta,fin_crit_sh,184.5,%
die,rows,33,
die,die.size.x,94.17,um
grt,initial_antenna_violation_count,0,
die,chip_area,8868,sq um
grt,grt_util_all_layers,17.54,%
grt,grt_max_degree,33,
worst_setup_path,path_cells,"buf_6 > ha_4 > and3_4 > o211ai_1 > o21bai_4 > a22oi_4 > a31oi_4 > o311a_1 > or3_1",
placement,gpl.final_weighted_congestion,0.8393,
cells_and_area,finalNonFillerCells,579,
placement,placement.setup.worst_slack,-1539,ps
clock_network,ctsRootBufferMaster,"clkbuf_8",
die,core_footprint,8217,sq um
synthesis,synth_cell_type_count,52,
die,ioPinCount,99,
cells_and_area,largest_registers,"out: 32 flops",
grt,grt_pass1_vias,2726,
outcome,status,"finished, violations left",
clock_network,clock_h_tree_levels,2,
job,openroad.warnings,29,
cells_and_area,largest-register,"out",
sta,timing.max_slew.rel_slack,78.28,%
placement,place.detailed.hpwl,5713,um
route,wl_final,7605,um
clock_network,cts.sinks,32,
clock_network,path_clk_slew,70,ps
cells_and_area,finish.utilization,62.37,%
cells_and_area,drive_gt1_share,57.17,%
cells_and_area,layout_top_cell,"buf_4",
worst_setup_path,critical-path-max-stage-delay,330,ps
clock_network,clock_tree.buffer_depth,2,
synthesis,edf_count,0,
sta,grt_setup_unrepaired,"yes",
cells_and_area,final_cell_mix,"93 x buf_4, 43 x buf_2, 32 x dfrtp_1, 27 x ha_4, 27 x buf_6",
grt,grt_first_pass_wirelength,12210,um
grt,grt-ovfl-total,0,
power_and_ir_drop,pwr_density_cell,1108,nW/um^2
sta,holdWs,121.0,ps
synthesis,synthDominantCellAreaShare,31.42,%
route,vias,2847,
synthesis,postSynth.topFlopCell,"dfrtp_1",
clock_network,cts_tree,"built",
worst_setup_path,critical_path.max_fanout,3,
worst_setup_path,critPathSlowestCell,"or3_1",
route,drt_drc_violations_left,0,
synthesis,top_area_cell,"dfrtp_1",
route,detail_route.antenna_diodes,0,
power_and_ir_drop,p_total,0.005678,W
sta,finalWorstSetupSlack,-845.5,ps
worst_setup_path,start_kind,"input pin",
synthesis,yosys-stat-area,2549,sq um
worst_setup_path,worst_ep_required_time,1160,ps
worst_setup_path,worst_setup_path_end_kind,"flop",
synthesis,async_reset_ff_share,100.0,%
route,antenna_violating_nets_left,0,
power_and_ir_drop,irDropWorstVdd,0.7456,mV
synthesis,yosys_cells,272,
cells_and_area,largest_register_ff_count,32,
synthesis,syn_avg_cell_area,9.370,sq um
synthesis,synth_seq_share,31.42,%
placement,dpl.cell_count,547,
worst_hold_path,hold_class,"in -> reg",
worst_setup_path,criticalPathCategory,"in -> reg",
power_and_ir_drop,leakagePower,2.314,nW
synthesis,mappedNetlistArea,2549,sq um
route,route.detailed.wl_per_inst,13.13,um
==> final timing paths <==
check / endpoint / cells past startpoint / startpoint / slack, ps
max in group asynchronous: out[27] / 2 / reset / 540
worst max-delay path: out[31] / 9 / op1[8] / -850
min in group asynchronous: out[9] / 2 / reset / 290
worst min-delay path: out[0] / 2 / op1[0] / 120
==> cells in the mapped netlist, types with 3 or more instances <==
| cell | n |
|---|---|
| a211oi_1 | 3 |
| a21o_1 | 19 |
| a21oi_1 | 29 |
| a31oi_1 | 3 |
| buf_2 | 4 |
| clkbuf_1 | 6 |
| dfrtp_1 | 32 |
| ha_1 | 31 |
| inv_1 | 5 |
| nand2_1 | 19 |
| nand3_1 | 10 |
| nand4_1 | 7 |
| nor2_1 | 12 |
| nor3_1 | 4 |
| o21ai_0 | 7 |
| o21ai_1 | 7 |
| o21bai_1 | 4 |
| xnor2_1 | 13 |
| xor2_1 | 15 |
==> critical path: cells and delay by family <==
kind / cells / cell delay, ps
AND-OR/OR-AND: 5 / 940
AND/OR/NAND/NOR: 2 / 510
buffers and inverters: 1 / 90
adder cells (fa/ha/maj): 1 / 260
==> metrics by stage <==
stage	TNS, ps	cell area [sq um]
floorplan	-16720	2887
global placement	-36640	4556
detailed placement	-36980	4556
CTS	-17560	4920
global route	-19460	5125
finish	-17850	5125
==> per-layer routing <==
| metal | global-route usage [%] | vias to the layer above | share of wire (%) |
|---|---|---|---|
| met5 | 0 | - | 0 |
| met4 | 1.282 | 0 | 0.89 |
| met3 | 2.058 | 7 | 4.4 |
| met2 | 30.74 | 67 | 49 |
| met1 | 24.35 | 1361 | 45 |
| li1 | - | 1412 | - |
==> repair_timing <==
action / 4_1_cts / 5_1_grt
setup endpoints to repair: 63 / 33
setup buffers: 22 / 6
gates resized: 301 / 38
pin swaps: 79 / 41
==> cell type report <==
cell class                 count  area [sq um]
clock inverter                 2         35.03
timing repair buffer         204          1620
sequential                    32         800.8
tap                          105         131.4
multi-input combinational    224          2442
inverter                       6         22.52
fill                         646          3092
clock buffer                   6         72.57
==> power by group <==
group | internal (W) | switching, W
clock network | 0.000740 | 0.000507
registers | 0.00157 | 0.0000704
logic | 0.00163 | 0.00117
total | 0.00393 | 0.00174
==> cell families (layout without fill, tap and decap cells) <==
family | after synthesis | after routing | share of synthesized area (%)
AND-OR/OR-AND | 97 | 97 | 27.20
AND/OR/NAND/NOR | 65 | 65 | 12.42
adder cells (fa/ha/maj) | 32 | 32 | 16.00
flip-flops | 32 | 32 | 31.42
XOR/XNOR | 28 | 28 | 9.622
buffers and inverters | 16 | 218 | 2.553
multiplexers | 2 | 2 | 0.7855
Power figures rest on the tool's default switching activity, not on a simulated workload.
